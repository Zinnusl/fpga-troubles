==> ./design.v <==
module top(clock,led);
    input wire  clock;
    output reg  [5:0] led;
    reg  pulser$clock;
    reg  pulser$enable;
    wire  pulser$pulse;
    reg  [5:0] num;
    top$pulser pulser(
        .clock(pulser$clock),
        .enable(pulser$enable),
        .pulse(pulser$pulse)
    );
    always @(*) begin
        pulser$clock = clock;
        pulser$enable = 1'b1;
        num = ((pulser$pulse) & 6'h3f);
        led = num + 32'h1;
        num = led + 32'h1;
    end
endmodule  
module top$pulser(clock,enable,pulse);
    input wire  clock;
    input wire  enable;
    output reg  pulse;
    reg  strobe$enable;
    wire  strobe$strobe;
    reg  strobe$clock;
    reg  shot$trigger;
    wire  shot$active;
    reg  shot$clock;
    wire  shot$fired;
    top$pulser$strobe strobe(
        .enable(strobe$enable),
        .strobe(strobe$strobe),
        .clock(strobe$clock)
    );
    top$pulser$shot shot(
        .trigger(shot$trigger),
        .active(shot$active),
        .clock(shot$clock),
        .fired(shot$fired)
    );
    always @(*) begin
        strobe$clock = clock;
        shot$clock = clock;
        strobe$enable = enable;
        shot$trigger = strobe$strobe;
        pulse = shot$active;
    end
endmodule  
module top$pulser$shot(trigger,active,clock,fired);
    input wire  trigger;
    output reg  active;
    input wire  clock;
    output reg  fired;
    localparam  duration = 32'h2932e0;
    reg  [31:0] counter$d;
    wire  [31:0] counter$q;
    reg  counter$clock;
    reg  state$d;
    wire  state$q;
    reg  state$clock;
    top$pulser$shot$counter counter(
        .d(counter$d),
        .q(counter$q),
        .clock(counter$clock)
    );
    top$pulser$shot$state state(
        .d(state$d),
        .q(state$q),
        .clock(state$clock)
    );
    always @(*) begin
        counter$clock = clock;
        state$clock = clock;
        counter$d = counter$q;
        state$d = state$q;
        if (state$q) begin
            counter$d = counter$q + 32'h1;
        end
        fired = 1'b0;
        if (state$q && (counter$q == duration)) begin
            state$d = 1'b0;
            fired = 1'b1;
        end
        active = state$q;
        if (trigger) begin
            state$d = 1'b1;
            counter$d = 32'h0;
        end
    end
endmodule  
module top$pulser$shot$counter(d,q,clock);
    input wire  [31:0] d;
    output reg  [31:0] q;
    input wire  clock;
    initial begin
       q = 32'h0;
    end
    always @(posedge clock) begin
       q <= d;
    end
endmodule  
module top$pulser$shot$state(d,q,clock);
    input wire  d;
    output reg  q;
    input wire  clock;
    initial begin
       q = 1'h0;
    end
    always @(posedge clock) begin
       q <= d;
    end
endmodule  
module top$pulser$strobe(enable,strobe,clock);
    input wire  enable;
    output reg  strobe;
    input wire  clock;
    localparam  threshold = 32'h19bfcc0;
    reg  [31:0] counter$d;
    wire  [31:0] counter$q;
    reg  counter$clock;
    top$pulser$strobe$counter counter(
        .d(counter$d),
        .q(counter$q),
        .clock(counter$clock)
    );
    always @(*) begin
        counter$clock = clock;
        counter$d = counter$q;
        if (enable) begin
            counter$d = counter$q + 32'h1;
        end
        strobe = enable & (counter$q == threshold);
        if (strobe) begin
            counter$d = 32'h1;
        end
    end
endmodule  
module top$pulser$strobe$counter(d,q,clock);
    input wire  [31:0] d;
    output reg  [31:0] q;
    input wire  clock;
    initial begin
       q = 32'h0;
    end
    always @(posedge clock) begin
       q <= d;
    end
endmodule  
==> ./run.sh <==
#!/bin/bash
# OpenROAD 26Q1-2900-gdf79404cd8, Yosys 0.63+post, stock flow scripts
make -C /OpenROAD-flow-scripts/flow DESIGN_CONFIG=/design/flow/config.mk WORK_HOME=/design/flow/orfs finish
==> ./config.mk <==
export PLATFORM = sky130hd
export DESIGN_NAME = top
export DESIGN_NICKNAME = top
export VERILOG_FILES = /design/flow/design.v
export SDC_FILE = /design/flow/constraint.sdc
export NUM_CORES = 4
export LEC_CHECK = 1
export CORE_UTILIZATION = 50
==> ./constraint.sdc <==
current_design top

set clk_period 5.9
set clk_io_pct 0.2

create_clock -name clk0 -period $clk_period [get_ports {clock}]

set non_clock_inputs [all_inputs -no_clocks]
set_input_delay [expr $clk_period * $clk_io_pct] -clock clk0 $non_clock_inputs
set_output_delay [expr $clk_period * $clk_io_pct] -clock clk0 [all_outputs]
==> Changelog: implementation <==
### Implementation results

* Commonest cells post-synth: dfxtp_1 (65), nor2_1 (50), nand2_1 (28), xor2_1 (28), xnor2_1 (27)
* Number of enable flip-flop cells at 0
* DRT iter0 DRCs at 92
* Maximum vdd drop at between 0.1 and 0.15 mV
* Growth of design area from synthesis to finish at 9.11%
* Achievable frequency at 0.393 GHz
* PwrDens at between 200 and 300 nW/µm²
* Post_cts resized at 0
* Synth Area per Inst at 8.95 µm²
* Worst hold path type: reg2reg
* Layout filler cell count at approximately 540
* Ys cells at ~340
* Worst setup SP type: register
* Final wirelength at ~5600 µm
* Status: finished clean
* Setup bufs post-CTS at 0
* # clock sinks at 65
* Post-synth seq share at between 40% and 50%
* RD Place Congestion at about 0.81
* Fin Setup TNS at 0 ns
* Tool Warnings at 27
* DR WL/cell at approximately 13 µm
* Worst path top cell family by delay: buffers and inverters
* Crit-path max FO at 8
* Core Util at FP at between 50% and 60%
* Initial antenna violation count at 0
* Count of standard-cell rows at 28
* Cts bufs inserted at 9
* Pre-antenna DRT Iters at 6
* Worst EP required at between 4 and 5 ns
* CP Buf/Inv Count at 1
* Worst slew pin tran at ~0.73 ns
* R2r setup slk at 3.92 ns
* Critical-path cell list: clkdlybuf4s50_1
* Core area at 5890 µm²
* Top cells, area: dfxtp_1 (43%), xor2_1 (8.1%), xnor2_1 (7.8%), nor2_1 (6.2%), nand3_1 (4.0%)
* IO Port Bufs at 2
* Hold slack at 0.470 ns
* First-pass GRT wire length at around 9700 µm
* Die W at 79.9 µm
* Setup Viol. Count Final at 0
* Synthesized cell area at roughly 3000 µm²
* All-Layer GR Usage at about 20%
* Die Ht at between 70 and 80 µm
* Main flop type: dfxtp_1
* Synth flops at between 60 and 70
* Dpl hpwl at approximately 3800 µm
* Unrepaired setup endpoints after global routing: false
* Async S/R FF share, synth at 0%
* Count of cell types in the netlist at ~40
* Maxcap violations at 0
* Vias in the first global route at approximately 2200
* CP Capture Type: output pin
* Final ANT Viol Nets at 0
* Yosys warnings at 7
* Hold buffer count at cts at 0
* Final Hold Vio Count at 0
* Worst-Skew Late Latency at roughly 0.34 ns
* Layout cells sized above 1 at just over 8%
* Crit share post-route at 43.1%
* CP Class: reg2out
* Total grt overflow at 0
* CP peak stage delay at between 0.5 and 0.6 ns
* CTS tree: built
* ANT cells at 0
* Slew HR at around 51%
* Vias per inst at 5.38
* Residual DRC count at 0
* Largest net degree at the start of global routing at roughly 45
* Chip area at around 6400 µm²
* Mapped Cells at about 340
* Worst Path Arrival at 1.37 ns
* Critical path's slowest cell: clkdlybuf4s50_1
* Via count at between 2000 and 2500
* Clk_skew at 0.00823 ns
* Chip Area, Yosys at between 3000 and 4000 µm²
* Count leader, synth: dfxtp_1
* Top-area cell share at approximately 43%
* Area leader, netlist: dfxtp_1
* Final worst path period need at roughly 2.5 ns
* LEAKAGE at approximately 1.3 nW
* CTS clk-pin slew, worst paths at ~0.070 ns
* Clock root buffer: clkbuf_8
* H-tree Lvls at 3
* CTS Buffer Depth at 2
* Max-slew violations at 0
* Num ports at 7
[per-layer routing]
metal / GRT usage [%] / share of wire (%)
met5: 0 / 0
met4: 3.21 / 1.1
met3: 3.71 / 2.4
met2: 34.3 / 49
met1: 26.7 / 47
[report_power, final]
part	total [mW]	internal, mW	switching (mW)	leakage (nW)
Clock	0.411	0.238	0.173	0.109
Sequential	0.438	0.438	0	0.523
Combinational	0.0000407	0	0.0000401	0.620
[registers in the layout, summed over array words and instances (netlist names)]
| signal | count |
|---|---|
| pulser.shot.counter.q | 32 |
| pulser.shot.state.q | 1 |
| pulser.strobe.counter.q | 32 |
[area by class of cell]
| type | instances | area, µm² | area share, % |
|---|---|---|---|
| tap | 75 | 93.8 | 2.83 |
| multi-input combinational | 254 | 1630 | 49.3 |
| inverter | 10 | 37.5 | 1.13 |
| clock inverter | 7 | 95.1 | 2.87 |
| sequential | 65 | 1300 | 39.3 |
| clock buffer | 9 | 124 | 3.74 |
| timing repair buffer | 3 | 27.5 | 0.831 |
[cells by family after synthesis]
group | share of synthesized area, %
xor gates and xnor gates | 15.9
adders and majority gates | 1.65
other | 0.124
DFF | 42.9
and+or+nand+nor | 32.7
muxes | 0.330
AOI/OAI and AO/OA | 2.72
buffers and inverters | 3.71
[metrics by stage]
step	instance area [µm²]	power [mW]	cells	util, %	setup slack [ns]
4_1_cts	3310	0.864	423	56.3	3.32
6_report	3310	0.849	423	56.3	3.35
3_5_place_dp	3090	0.449	407	52.5	3.70
3_3_place_gp	3090	0.449	407	52.5	3.71
2_1_floorplan	3050	0.450	342	-	4.14
5_1_grt	3310	0.882	423	56.3	3.27
[path summary, 6_finish.rpt]
check	startpoint	end	cells after the start
setup / recovery	pulser.shot.state.q	led[1]	1
hold / removal	pulser.strobe.counter.q[0]	pulser.strobe.counter.q[0]	1
setup reg to reg	pulser.strobe.counter.q[2]	pulser.strobe.counter.q[29]	5
hold reg to reg	pulser.strobe.counter.q[0]	pulser.strobe.counter.q[0]	1
[layout by cell type (no fill, tap or decap), types with 4 or more instances in the layout]
| cell type | synthesis | layout |
|---|---|---|
| and2_1 | 5 | 5 |
| and3_1 | 10 | 10 |
| and4_1 | 7 | 7 |
| clkbuf_8 | 0 | 9 |
| conb_1 | 1 | 4 |
| dfxtp_1 | 65 | 65 |
| ha_1 | 4 | 4 |
| inv_1 | 10 | 10 |
| nand2_1 | 28 | 28 |
| nand3_1 | 24 | 24 |
| nand4_1 | 18 | 18 |
| nor2_1 | 50 | 50 |
| nor3_1 | 5 | 5 |
| nor4_1 | 8 | 8 |
| nor4_2 | 4 | 4 |
| nor4b_1 | 5 | 5 |
| o21ai_0 | 4 | 4 |
| xnor2_1 | 27 | 27 |
| xor2_1 | 28 | 28 |
No activity file was given, so power comes from the tool's default toggle rates.
